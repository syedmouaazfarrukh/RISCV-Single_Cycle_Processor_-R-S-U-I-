===== flow/design.v =====
module pc_register(
    input clk, reset, 
    input logic [31:0] pc_input, 
    output logic [31:0] pc_output
);
	always_ff@(posedge clk)
        begin
            if (!reset) begin
               pc_output = pc_input;end
            else begin
                pc_output = 0;end
        end
endmodule

===== flow/run.sh =====
#!/bin/bash
# OpenROAD 26Q1-2900-gdf79404cd8, Yosys 0.63+post, stock flow scripts
make -C /OpenROAD-flow-scripts/flow DESIGN_CONFIG=/design/flow/config.mk WORK_HOME=/design/flow/orfs finish

===== flow/config.mk =====
export PLATFORM = sky130hd
export DESIGN_NAME = pc_register
export DESIGN_NICKNAME = pc_register
export VERILOG_FILES = /design/flow/design.v
export SDC_FILE = /design/flow/constraint.sdc
export NUM_CORES = 4
export LEC_CHECK = 1
export CORE_AREA = 10 10 90 90
export DIE_AREA = 0 0 100 100

===== flow/constraint.sdc =====
current_design pc_register

set clk_period 1.0
set clk_io_pct 0.2

create_clock -name clk0 -period $clk_period [get_ports {clk}]

set non_clock_inputs [all_inputs -no_clocks]
set_input_delay [expr $clk_period * $clk_io_pct] -clock clk0 $non_clock_inputs
set_output_delay [expr $clk_period * $clk_io_pct] -clock clk0 [all_outputs]

==> impl_metrics.env <==
# flow metrics
export IMPL_outcome="complete, no violations"
export IMPL_power_frac_seq_pct=51.7
export IMPL_fillers=663
export IMPL_cts_tree="yes"
export IMPL_worst_slew_pin_slew_ns=0.145
export IMPL_ant_nets=0
export IMPL_maxSlewViolCount=0
export IMPL_cts_setup_buffers=0
export IMPL_initCoreUtil_pct=13.8
export IMPL_fin_crit_sh_pct=96.1
export IMPL_largest_area_cell="dfxtp_1"
export IMPL_finalPower_uw=2640
export IMPL_p_leak_uw=0.000669
export IMPL_fin_crit_ns=0.961
export IMPL_synth_stat_cells=67
export IMPL_drive_above_1_share_pct=16.7
export IMPL_edf_count=0
export IMPL_finalInstanceArea_um2=1670
export IMPL_async_reset_ff_share_pct=0
export IMPL_port_buffers=65
export IMPL_rsz0062_at_grt="no"
export IMPL_postPlaceCellArea_um2=1610
export IMPL_worst_path_max_delay_cell="dfxtp_1"
export IMPL_gp_congestion=0.650
export IMPL_pwr_share_clk_pct=37.9
export IMPL_synth_chip_area_um2=863
export IMPL_ios=66
export IMPL_synthCells=67
export IMPL_slowest_delay_ns=0.31
export IMPL_wl_mm=2.53
export IMPL_rows=29
export IMPL_path_delay_family="flip-flops"
export IMPL_yosys_stat_seqShare_pct=74.2
export IMPL_synth_cell_types=3
export IMPL_cp_num_buf_inv=1
export IMPL_crit_path_end_kind="primary output"
export IMPL_p_sw_uw=512
export IMPL_htree_levels=2
export IMPL_core_area_um2=6280
export IMPL_cp_max_fo=1
export IMPL_cts_buffers=5
export IMPL_syn2layout_area_growth_pct=93.2
export IMPL_drc=0
export IMPL_tns_ns=0
export IMPL_clock_sinks=32
export IMPL_internal_power_uw=2120
export IMPL_avgViaCountPerCell=3.10
export IMPL_synth_top_area_share_pct=74.2
export IMPL_drt_initial_drc_count=2
export IMPL_yosysWarnings=1
export IMPL_ys_ff=32
export IMPL_antenna_found_initial=0
export IMPL_warnings=25
export IMPL_path_depth=1
export IMPL_crit_end="pc_output[16]"
export IMPL_avgSynthCellArea_um2=12.9
export IMPL_cp_required_ns=0.80
export IMPL_cts_buffer_depth=2
export IMPL_wl_per_cell_um=11.8
export IMPL_grt_pass1_wl_mm=3.92
export IMPL_powerDensity_nw_per_um2=1580
export IMPL_switching_share_pct=19.4
export IMPL_dpl_hpwl_mm=2.02
export IMPL_power_share_combinational_pct=10.4
export IMPL_grt_start_max_net_pins=33
export IMPL_fp_dieH_um=100
export IMPL_grt_total_usage_pct=4.87
export IMPL_vdd_drop_max_mv=0.577
export IMPL_hp_class="input port to flip-flop"
export IMPL_cap_violations=0
export IMPL_setup_viol=0
export IMPL_fp_dieW_um=100
export IMPL_fmax_mhz=1040
export IMPL_grt_pass1_vias=729
export IMPL_critPathLaunch="pc_output[16]"
export IMPL_largest_register_ffs=32
export IMPL_maxSlewHeadroom_pct=90.3
export IMPL_dieArea_um2=10000
export IMPL_start_kind="flip-flop"
export IMPL_path_cells="clkdlybuf4s15_1"
export IMPL_grt_overflow=0
export IMPL_syn_area_um2=863
export IMPL_dr_pass1_iters=2
export IMPL_clkTransAtPathRegs_ns=0.06
export IMPL_flop_cell="dfxtp_1"
export IMPL_hp_start="pc_input[17]"
export IMPL_final_hold_violation_count=0
export IMPL_diodes=0
export IMPL_hold_depth=2
export IMPL_vias=666
export IMPL_worst_setup_path_type="flip-flop to primary output"
export IMPL_critPathArrivalTime_ns=0.76
export IMPL_area_leaders="dfxtp_1 (74%), nor2b_1 (23%), buf_4 (2.6%)"
export IMPL_cts_root_buf="clkbuf_8"
export IMPL_synthTopCellsByCount="dfxtp_1 (32), nor2b_1 (32), buf_4 (3)"
export IMPL_ctsHoldBuffers=0
-- power by group through the flow --
stage         clock [µW]  sequential (µW)  combinational, µW
global route        1110             1370                305
CTS                 1070             1360                289
finish              1000             1360                275
-- per-layer routing --
| layer | vias up | part of all wire (%) | GRT usage [%] |
|---|---|---|---|
| met5 | - | 0 | 0 |
| met4 | 0 | 1.2 | 0.978 |
| met3 | 5 | 12 | 2.98 |
| met2 | 36 | 48 | 7.77 |
| met1 | 288 | 39 | 5.49 |
| li1 | 337 | - | - |
-- area by class of cell --
cell class | count | area [µm²] | area share, %
clock buffer | 8 | 90.1 | 5.40
tap | 77 | 96.3 | 5.78
sequential | 32 | 651 | 39.0
timing repair buffer | 66 | 631 | 37.8
multi-input combinational | 32 | 200 | 12.0
-- layout by cell type, fill, tap and decap left out --
cell / n
dfxtp_2: 8
clkbuf_1: 2
clkbuf_8: 6
buf_2: 3
buf_12: 1
clkbuf_2: 5
clkdlybuf4s15_1: 24
dfxtp_1: 24
clkdlybuf4s50_1: 33
nor2b_1: 32
-- worst min-delay path by stage --
stage                      endpoint  slack [ns]
final                 pc_output[17]        0.46
after global routing  pc_output[12]        0.46
after CTS             pc_output[10]        0.45
-- stage by stage --
| step | hold WS [ns] | setup slack [ns] | cells | util [%] |
|---|---|---|---|---|
| after global routing | 0.460 | 0.0000236 | 215 | 26.6 |
| final | 0.465 | 0.0394 | 215 | 26.6 |
| after CTS | 0.452 | 0.00697 | 215 | 26.9 |
| after detailed placement | 0.761 | -0.104 | 207 | 25.6 |
| after floorplan | 0.272 | 0.509 | 67 | - |
| after global placement | 0.759 | -0.0913 | 207 | 25.6 |
-- kinds of logic (layout without fill, tap and decap cells) --
| family | count (synthesis) | count (layout) | synth area share (%) |
|---|---|---|---|
| flip-flops | 32 | 32 | 74.2 |
| AND/OR/NAND/NOR | 32 | 32 | 23.2 |
| buffers and inverters | 3 | 74 | 2.61 |
-- timing repair --
action,CTS,global route
cloned,0,0
pin swaps,0,0
endpoints found under the setup margin,32,8
resized,73,10
No activity file was given, so power comes from the tool's default toggle rates.
