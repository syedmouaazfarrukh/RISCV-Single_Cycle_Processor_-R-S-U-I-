[/design/flow/design.v]
module mux2x1(
    input logic sel,
    input logic [31:0] a, b,
    output logic [31:0] out
);
    assign out = (sel == 0)? a : b;
endmodule
[/design/flow/run.sh]
#!/bin/bash
# OpenROAD 26Q1-2900-gdf79404cd8, Yosys 0.63+post, stock flow scripts
make -C /OpenROAD-flow-scripts/flow DESIGN_CONFIG=/design/flow/config.mk WORK_HOME=/design/flow/orfs finish
[/design/flow/config.mk]
export PLATFORM = sky130hd
export DESIGN_NAME = mux2x1
export DESIGN_NICKNAME = mux2x1
export VERILOG_FILES = /design/flow/design.v
export SDC_FILE = /design/flow/constraint.sdc
export NUM_CORES = 4
export LEC_CHECK = 1
export CORE_AREA = 10 10 70 70
export DIE_AREA = 0 0 80 80
[/design/flow/constraint.sdc]
current_design mux2x1

set clk_period 1.0
set clk_io_pct 0.2

create_clock -name clk0 -period $clk_period

set non_clock_inputs [all_inputs -no_clocks]
set_input_delay [expr $clk_period * $clk_io_pct] -clock clk0 $non_clock_inputs
set_output_delay [expr $clk_period * $clk_io_pct] -clock clk0 [all_outputs]
==> metrics.yaml <==
finish:
  syn_to_final_growth_pct: 212
  n_clock_buffer: 0
  seqCellArea_um2: 0
  combGateArea_um2: 480
  stdcell_area_um2: 1700
  n_fill_cell: 327
  drive_above_1_share: 0.562
  flops: 0
synthesis:
  ys_sh_xor: 0
  ys_area_um2: 544
  syn_area_per_cell_um2: 15.1
  syn-cell-area_um2: 544
  largest_area_cell: "mux2_4"
  synth.cellmix.compoundShare: 0
  top_area_frac: 0.828
  synth_warnings: 0
  ys_sh_adder: 0
  synthTopCellsByCount: "mux2_4 (30), buf_12 (3), mux2_2 (2)"
  logic_family: "multiplexers"
  area_leaders: "mux2_4 (83%), buf_12 (11%), mux2_2 (4.1%)"
  synth.most_common_cell: "mux2_4"
  synth_cell_types: 4
  ys_cells: 36
  ys_sh_simple: 0
  postSynthSeqShare: 0
  synthCells: 36
  synthMuxAreaShare: 0.869
detailed_routing:
  wl_per_cell_um: 14.8
  routed_wl_um: 2850
  drtPass1Iterations: 2
  drtAntennaViolNets: 0
  drc: 0
  drt_iter0_markers: 4
  n_antenna_cell: 0
  vias_per_cell: 3.80
  vias: 730
setup_path:
  slowest_stage: "mux2_4"
  critPathKind: "primary input to output port"
  crit_fanout: 7
  crit_top_cell: "buf_12"
  start_kind: "primary input"
  worstPathArrival_ps: 980
  path_cells: "buf_12 -> buf_12 -> buf_8 -> mux2_4 -> buf_6"
  cp_num_buf_inv: 4
  cp.required_ps: 800
  critical_path.max_stage_delay_ps: 300
  cp_top_family: "buffers and inverters"
  cp-end-kind: "output port"
floorplan:
  rows: 21
  initial_utilization: 0.159
  dieArea_um2: 6400
  die_w_um: 80
  io_pins: 97
  core-area_um2: 3420
  die_h_um: 80
grt:
  use_met1: 0.0897
  first_global_vias: 824
  gr-usage-met3: 0.0307
  grt_use_met2: 0.143
  grt_pass1_wl_um: 4150
  grt_antenna_before_repair: 0
  gr-max-usage-layer: "met2"
  grt_overflow: 0
  grt_util_all_layers: 0.0787
  grt_max_degree: 8
timing:
  finalHoldViolCount: 0
  final.period_utilization: 1.18
  max_freq_ghz: 0.851
  setup_violations: 32
  grt_setup_unrepaired: "true"
  timing.hold.ws_ps: 694
  tns_ps: -5030
  setup_slack_ps: -175
  min_period_ps: 1180
  drv_slew: 0
  tightest_slew_ps: 61.1
  relSlewSlack: 0.959
placed_design:
  gp_congestion: 0.760
  place_area_um2: 1540
  portBuffers: 97
  hpwlAfterDp_um: 2400
worst_hold_path:
  holdPathStages: 3
  hold_path.class: "primary input to output port"
  worstHoldStart: "a[24]"
  holdPathEnd: "out[24]"
power:
  power_w: 0.000660
  powerDensity_nw_per_um2: 389
  p_leak_nw: 0.990
  peakVddDrop_v: 0.000173
job:
  openroad.warnings: 34
  max_cap_violations: 0
outcome:
  failed_checks: "setup timing"
  run_status: "finished, violations left"
clock_tree:
  hold_buffers: 0
==> worst max path at each step <==
stage / start / endpoint / slack [ps] / cells after the start
5_1_grt: sel / out[31] / -190 / 5
6_report: sel / out[31] / -180 / 5
4_1_cts: sel / out[0] / -180 / 5
==> area by class of cell <==
type | count | area share
Multi-Input combinational cell | 32 | 0.283
Timing Repair Buffer | 114 | 0.683
Tap cell | 46 | 0.0339
==> cells in the final DEF (no fill, tap or decap) <==
cell type | netlist | routed
clkdlybuf4s50_1 | 0 | 10
dlygate4sd2_1 | 0 | 40
buf_16 | 0 | 1
buf_2 | 0 | 12
buf_12 | 3 | 3
buf_6 | 1 | 29
dlymetal6s2s_1 | 0 | 14
mux2_4 | 30 | 32
buf_4 | 0 | 2
buf_8 | 0 | 3
==> metrics by stage <==
step / setup WS [ps] / util / cells
floorplan: 66.9 / - / 36
global placement: -492 / 0.450 / 177
detailed placement: -497 / 0.450 / 177
CTS: -178 / 0.470 / 192
global route: -194 / 0.497 / 192
finish: -175 / 0.497 / 192
==> tightest hold or removal path, stage by stage <==
cell            delay, ps
dlymetal6s2s_1         80
mux2_4                130
buf_2                  80
==> metal layers <==
metal  up-vias  routed length (um)
met5         -                   0
met3         0                 313
li1        362                   -
met1       317                1140
met4         0                   0
met2        51                1390
==> repair_timing <==
| action | in CTS | in global routing |
|---|---|---|
| resized | 170 | 23 |
| setup endpoints to repair | 32 | 32 |
| cloned | 1 | 0 |
| buffers inserted | 14 | 0 |
==> report_power, final <==
part | internal (W) | switching (W) | total [W]
clock network | 0 | 0 | 0
registers | 0 | 0 | 0
logic | 0.000519 | 0.000141 | 0.000660
==> logic make-up after synthesis <==
| family | Yosys count |
|---|---|
| muxes | 32 |
| buffers and inverters | 4 |
Power and IR drop assume default switching activity.
