**flow/design.v**
```verilog
module pc_increment(
    input logic [31:0] pc_inc_input,
    output logic [31:0] pc_inc_output
);
    assign pc_inc_output = pc_inc_input + 4;
endmodule
```
**flow/run.sh**
```bash
#!/bin/bash
# OpenROAD 26Q1-2900-gdf79404cd8, Yosys 0.63+post, stock flow scripts
make -C /OpenROAD-flow-scripts/flow DESIGN_CONFIG=/design/flow/config.mk WORK_HOME=/design/flow/orfs finish
```
**flow/config.mk**
```make
export PLATFORM = sky130hd
export DESIGN_NAME = pc_increment
export DESIGN_NICKNAME = pc_increment
export VERILOG_FILES = /design/flow/design.v
export SDC_FILE = /design/flow/constraint.sdc
export NUM_CORES = 4
export LEC_CHECK = 1
export CORE_AREA = 10 10 70 70
export DIE_AREA = 0 0 80 80
```
**flow/constraint.sdc**
```tcl
current_design pc_increment

set clk_period 6.9
set clk_io_pct 0.2

create_clock -name clk0 -period $clk_period

set non_clock_inputs [all_inputs -no_clocks]
set_input_delay [expr $clk_period * $clk_io_pct] -clock clk0 $non_clock_inputs
set_output_delay [expr $clk_period * $clk_io_pct] -clock clk0 [all_outputs]
```
==> flow_summary.toml <==
# yosys + openroad results
[pwr]
p_comb_share_pct = 100.0
powerDensity_mw_per_mm2 = 45.2
irDropWorstVdd_v = 0.0000227
switching_share_pct = 30.4
pwr-share-seq_pct = 0
p_leak_nw = 0.423
power_uw = 55.3
p_sw_uw = 16.8
clkPwrFrac_pct = 0
p_int_uw = 38.5

[finish]
area_delta_synth_final_pct = 111
drive_gt1_share_pct = 4.96
fin_util_pct = 35.8
layout.cells.most_common = "clkdlybuf4s50_1"
flops = 0
layout_top_cells = "clkdlybuf4s50_1, xnor2_1, nand3_1, nand2_1, nand4_1"
nClkBuffers = 0
postLayoutCellArea_mm2 = 0.00122
layout.cells.non_filler = 187
ff_latch_area_um2 = 0

[worst_setup_path]
required_ns = 5.52
worst-setup-path-type = "in -> out"
path_cells = "clkdlybuf4s50_1 -> ha_1 -> nand3_1 -> nor4_4 -> nand3_1 -> xnor2_1 -> clkdlybuf4s50_1"
end_kind = "output port"
critPathLaunchType = "primary input"
cp_max_fo = 8
cp.arrival_ns = 3.59
crit_start = "pc_inc_input[2]"
critPathMaxStageDelay_ns = 0.52
critical_path.slowest_cell = "clkdlybuf4s50_1"

[logic_synthesis]
ys_warn_count = 0
synth_cell_types = 18
yosysTopAreaCell = "xnor2_1"
topCellsByArea = "xnor2_1, xor2_1, nand4_1"
ys_cells = 83
yosys_area_um2 = 581
synthesis.instances = 83
ys_seq_share_pct = 0
synth.avg_cell_area_um2 = 6.99
synth_area_um2 = 581
synth_top_area_share_pct = 31.7

[global_routing]
antenna_found_initial = 0
grt_max_degree = 9
use_met3_pct = 3.18
met2_usage_pct = 12.0
grt_usage_pct = 6.95
busiest_layer = "met2"
grt_pass1_wl_mm = 3.78
grt_overflow = 0
gr-usage-met1_pct = 8.17
first_global_vias = 837

[floorplan]
initCoreUtil_pct = 17.0
die_h_um = 80
die_area_mm2 = 0.00640
core_area_mm2 = 0.00342
die_w_um = 80
io_pins = 64
rows = 21

[placed_design]
routabilityCongestion = 0.734
hpwl_mm = 2.02
dpl.cell_count = 187
placed_cell_area_mm2 = 0.00122
port_buffers = 60
pre_cts_slack_ns = 1.87

[timing]
setup_viol = 0
rsz0062_at_grt = "false"
fin_hold_ws_ns = 2.76
fmax_mhz = 201
fin_setup_tns_ns = 0
drv_slew = 0
period_used_pct = 72.0
period_needed_ns = 4.97
fin_ws_ns = 1.93
worst_pin_slew_ns = 0.488
final_hold_viol_count = 0
relSlewSlack_pct = 67.2

[flow_run]
tool_warnings = 32
cap_violations = 0

[drt]
drtIter0Drc = 23
vias = 771
dr.pass1.iters = 4
drt-total-wl_mm = 2.27
routedWlPerCell_um = 12.1
drc = 0
antenna_left = 0
n_antenna_cell = 0
vias_per_cell = 4.12

[hold_path]
min_path_type = "in -> out"
hold_start = "pc_inc_input[0]"

[run_status]
status = "complete, no violations"

[clock_tree]
cts-resized-gates = 0
postCtsHoldBufs = 0
post_cts_buffers = 0
## layout make-up
type | count | area [um2]
Inverter | 2 | 7.51
Fill cell | 358 | 2190
Timing Repair Buffer | 60 | 601
Multi-Input combinational cell | 79 | 558
Tap cell | 46 | 57.6
## cell usage after synthesis
| cell type | n |
|---|---|
| and4_2 | 1 |
| xor2_1 | 7 |
| and4_1 | 1 |
| inv_1 | 2 |
| ha_1 | 1 |
| nand3_1 | 10 |
| or2_2 | 2 |
| nor3_1 | 3 |
| nor4_4 | 2 |
| buf_4 | 2 |
| nand4_2 | 1 |
| nand2_1 | 10 |
| nor2_1 | 7 |
| xnor2_1 | 21 |
| and3_1 | 2 |
| nand3_2 | 1 |
| nand4_1 | 9 |
| and2_1 | 1 |
## per-layer routing
metal	vias to the layer above	share of wire [%]
li1	409	-
met1	330	39
met2	32	47
met3	0	13
met4	0	0
met5	-	0
## final timing paths
kind,to,slack [ns],depth (start not counted)
max,pc_inc_output[30],1.93,7
min,pc_inc_output[0],2.76,0
## cell families (layout without fill, tap and decap cells)
logic type	count (synthesis)	count (layout)	share of synthesized area, %
buffers and inverters	4	62	3.88
XOR/XNOR	28	28	42.2
AND/OR/NAND/NOR	50	50	51.7
adder cells (fa/ha/maj)	1	1	2.15
## critical path: cells and delay by family
kind,cells,cell delay (ns)
buf+inv,2,1.01
simple gates,3,0.81
fa+ha+maj,1,0.20
xor+xnor,1,0.18
## power groups by stage
stage,sequential [mW],clock [mW],combinational [mW]
4_1_cts,0,0,0.0566
5_1_grt,0,0,0.0606
6_report,0,0,0.0553
No activity file was given, so power comes from the tool's default toggle rates.
